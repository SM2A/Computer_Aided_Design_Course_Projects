==> design/flow/design.v <==
module ChangeType (in, out);
	parameter N = 8;
	input [N-1 : 0]in;
	output [N - 1 : 0]out;
	wire [N - 1 : 0]tmp;
	genvar i;
	generate
		for (i = 0; i < N - 1; i = i + 1)
		begin
			assign tmp[i] = in[i] ^ in[N - 1];
		end
	endgenerate
	assign tmp[N - 1] = in[N - 1];
	assign out = tmp + in[N - 1];
endmodule
module SignAdder(a, b, out);
	parameter N = 21;
	input [N - 1 : 0]a;
	input [N - 1 : 0]b;
	output [N - 1 : 0]out;
	wire [N - 1 : 0]a_2;
	wire [N - 1 : 0]b_2;
	wire [N - 1 : 0]ans;
	ChangeType #(N) change_1 (a, a_2);
	ChangeType #(N) change_2 (b, b_2);
	assign ans = a_2 + b_2;
	ChangeType #(N) change_3 (ans, out);
endmodule
module SignMult(a, b, out);
	parameter N = 8;
	input [N - 1 : 0]a;
	input [N - 1 : 0]b;
	output [2 * N - 1 : 0] out;
	assign out = {a[N - 1] ^ b[N - 1], a[N - 2 : 0] * b[N - 2 : 0]};
endmodule
module Register(clk, rst, ld, d_in, d_out);
	parameter N = 21;
	input clk;
	input rst;
	input ld;
	input [N - 1 : 0]d_in;
	output reg [N - 1 : 0]d_out;
	always @(posedge clk)
	begin
		if (rst)
			d_out <= 0;
		else if (ld)
			d_out <= d_in;
	end
endmodule
module Saturation(in, out);
	input [11 : 0]in;
	output [7 : 0]out;
	assign out = |(in[10 : 7]) ? {in[11],7'b1111111} : {in[11],in[6 : 0]};
endmodule
module ActivationFucntion(in, out);
	parameter N = 8;
	input [N - 1 : 0]in;
	output [N - 1 : 0]out;
	genvar i;
	generate
		for (i = 0; i < N; i = i + 1)
			assign out[i] = in[i] & (~in[N - 1]);
	endgenerate
endmodule
module NeuronController(clk, rst, start, ld, rst_reg, finish);
	input clk;
	input rst;
	input start;
	output ld;
	output rst_reg;
	output finish;
	parameter READY = 3'b000;
	parameter INIT = 3'b001;
	parameter MULT = 3'b010;
	parameter ADD = 3'b011;
	parameter STORE = 3'b100;
	parameter RESET = 3'b101;
	reg [2 : 0]cs;
	reg [2 : 0]ns;
	always @(*)
	begin
		case(cs)
			READY: ns = rst ? RESET :
					start ? INIT : READY;
			RESET: ns = READY;
			INIT: ns = start ? INIT : MULT;
			MULT: ns = ADD;
			ADD: ns = STORE;
			STORE: ns = READY;
			default: ns = READY;
		endcase
	end
	assign rst_reg = (cs == RESET);
	assign finish = (cs == READY);
	assign ld = (cs == STORE);
	always @(posedge clk)
	begin
		cs <= ns;
	end
endmodule
module NeuronDataPath(clk, rst, ld, bias, w, inp, out);
	input clk;
	input rst;
	input ld;
	input [7 : 0]bias;
	input [63 : 0]w;
	input [63 : 0]inp;
	output [7 : 0]out;
	wire [14 : 0]mlt[7 : 0];
	wire [15 : 0]s[3 : 0];
	wire [16 : 0]sum[1 : 0];
	wire [17 : 0]res;
	wire [20 : 0]ans;
	wire [20 : 0]reg_out;
	wire [20 : 0]biased;
	wire [11 : 0]shifted;
	wire [7 : 0]saturated;
	genvar i;
	generate
		for (i = 0; i < 8; i = i + 1)
		begin
			assign mlt[i][13 : 0] = w[i * 8 + 6 : i * 8] * inp[i * 8 + 6 : i * 8];
			assign mlt[i][14] = w[i * 8 + 7] ^ inp[i * 8 + 7];
		end
	endgenerate
	generate
		for (i = 0; i < 4; i = i + 1)
			SignAdder #(16)adder0 ({mlt[2 * i][14], 1'b0, mlt[2 * i][13 : 0]}, {mlt[2 * i + 1][14], 1'b0,
					mlt[2 * i + 1][13 : 0]}, s[i]);
	endgenerate
	generate
		for (i = 0; i < 2; i = i + 1)
 			SignAdder #(17)adder1 ({s[2 * i][15], 1'b0, s[2 * i][14 : 0]}, {s[2 * i + 1][15], 1'b0,
					s[2 * i + 1][14 : 0]}, sum[i]);
	endgenerate
	SignAdder #(18) adder2({sum[0][16], 1'b0, sum[0][15 : 0]}, {sum[1][16], 1'b0, sum[1][15 : 0]}, res);
	SignAdder #(21)adder3 ({res[17], 3'b0, res[16 : 0]}, reg_out, ans);
	Register #(21)reg1 (.clk(clk), .rst(rst), .ld(ld), .d_in(ans), .d_out(reg_out));
	wire [20 : 0]new_bias;
	assign new_bias[19 : 0] = bias[6 : 0] * 7'd127;
	assign new_bias[20] = bias[7];
	SignAdder #(21)adder4 (reg_out, new_bias, biased);
	assign shifted = biased[20 : 9];
	Saturation sat(shifted, saturated);
	ActivationFucntion active(saturated, out);
endmodule
module SingleNeuron(clk, rst, start, w, inp, bias, finish, out);
	input clk;
	input rst;
	input start;
	input [63 : 0]w;
	input [63 : 0]inp;
	output finish;
	output [7 : 0]out;
	input [7 : 0]bias;
	wire ld;
	wire rst_reg;
	NeuronDataPath neuron_dp(.clk(clk), .rst(rst_reg), .ld(ld), .bias(bias), .w(w), .inp(inp), .out(out));
	NeuronController neuron_controller(.clk(clk), .rst(rst), .start(start), .ld(ld), .rst_reg(rst_reg), .finish(finish));
endmodule
==> design/flow/run.sh <==
#!/bin/bash
# OpenROAD 26Q1-2900-gdf79404cd8, Yosys 0.63+post, stock flow scripts
make -C /OpenROAD-flow-scripts/flow DESIGN_CONFIG=/design/flow/config.mk WORK_HOME=/design/flow/orfs finish
==> design/flow/config.mk <==
export PLATFORM = sky130hd
export DESIGN_NAME = SingleNeuron
export DESIGN_NICKNAME = SingleNeuron
export VERILOG_FILES = /design/flow/design.v
export SDC_FILE = /design/flow/constraint.sdc
export NUM_CORES = 4
export LEC_CHECK = 1
export CORE_UTILIZATION = 40
==> design/flow/constraint.sdc <==
current_design SingleNeuron

set clk_period 37.0
set clk_io_pct 0.2

create_clock -name clk0 -period $clk_period [get_ports {clk}]

set non_clock_inputs [all_inputs -no_clocks]
set_input_delay [expr $clk_period * $clk_io_pct] -clock clk0 $non_clock_inputs
set_output_delay [expr $clk_period * $clk_io_pct] -clock clk0 [all_outputs]
==> results_slide.txt <==
Run Summary

Worst setup path
  • Critical-path top delay cell: nor2_1
  • Depth of the worst register-to-register path: 29
  • Longest individual stage delay on the worst path: roughly 0.69 ns
  • Worst setup SP type: input pin
  • Top fanout value on the critical path: 17
  • Worst endpoint data arrival time: between 30 and 40 ns
  • Classification of the worst setup path: in2reg
  • Library cell appearing most often on the critical path: ha_1
  • Type of element capturing the critical path: flip-flop
  • Worst endpoint required time: roughly 37 ns

Clock network
  • Longest Clk Path Bufs: 2
  • Post-cts resize count: 0
  • Clk latency of the worst-skew pair: approximately 0.25 ns
  • Clock buffer count from CTS: 3
  • Clock slew at the register clock pins of the worst setup and hold paths: 0.06 ns
  • Clock tree root driver cell: clkbuf_16
  • Clock tree sinks: 24
  • # H-tree levels: 1
  • Hold buffer count at cts: 0
  • CTS tree: done
  • Post-CTS setup buffer count: 0

Route
  • Total number of vias: roughly 25k
  • Routed Wire Length: roughly 65 mm
  • WL met3: around 1.5 mm
  • Post-DR wirelength/cell: about 14 um
  • Post-route ant nets: 0
  • Number of vias per cell: approximately 5.3
  • Top routing layer used: met4
  • Ant. Diodes: 0
  • Wire length on met2: roughly 30 mm
  • Met1 Wirelength: ~32 mm
  • Number of remaining DRC errors: 0
  • Iteration-0 DRC Markers: ~1,000
  • Iteration tally of the first detailed-router pass: 5

Yosys
  • Proportion of synthesized area in mux cells: 1.04%
  • Yosys top cell by area: ha_1
  • Number of enable flip-flop cells: 0
  • Number of warnings printed during yosys synthesis: 3
  • And+or+nand+nor area frac: approximately a fifth
  • Number of library cell types mapped by synthesis: around 110
  • Portion of the post-synthesis area used by sequential elements: 1.64%
  • Mean instance size in the synthesized netlist: 8.11 um^2
  • Post-synth ARST share: 0%
  • Count of state elements after synthesis: 24
  • Count of instantiated cells in the yosys netlist: ~3.6k
  • Post-synthesis chip area from yosys: 29,200 um^2
  • XOR/XNOR share of the synthesized area: between 10% and 20%
  • Yosys adder share: around two fifths
  • Area share, top type: approximately a quarter
  • Commonest register cell after synthesis: dfxtp_1
  • Compound-cell area share of the yosys netlist: a little under a fifth
  • Synth top area cells: ha_1 (23%), fa_1 (15%), xnor2_1 (11%), and2_1 (6.7%), inv_1 (4.2%)
  • Synth logic family: adder cells
  • Cell count after synthesis: between 3k and 4k
  • Synth Cell Area: 29,200 um^2

Placement
  • Number of instances in the placed design: ~4.7k
  • Final weighted congestion in routability-driven placement: between 0.9 and 1
  • Tally of buffers added on design ports: roughly 150
  • Placement Cell Area: between 30,000 and 40,000 um^2
  • HPWL after detailed placement: between 50 and 60 mm

STA
  • Final hold violation count: 0
  • Post-layout period usage: 80.8%
  • Setup repair after global routing missed its margin: no
  • Final Max-Slew Violation Tally: 0
  • Setup TNS: 0 ns
  • Rel. slew slack: between 30% and 40%
  • Final Skew: 0.00490 ns
  • Maximum clock frequency: 33.5 MHz
  • Post-layout minimum cycle time: 29.89 ns
  • Final setup violation count: 0
  • Worst Max-Slew Pin Slew: 1.02 ns

Finish
  • Area growth syn-to-layout: 9.13%
  • Final Instance Area: around 32,000 um^2
  • Gate Area: 27,300 um^2
  • Number of filler cells placed in the layout: just over 7k
  • Register area: about 480 um^2
  • Non-Filler Instances: ~4.7k
  • Share of post-route cells with drive strength above 1: under 10%

Status
  • Result of the run: completed

Worst hold path
  • Worst Hold Path Cells: 1
  • Kind of path behind the tightest hold check: reg2reg

Global route
  • Antenna violations before repair: 0
  • Global-route wire length before repair: roughly 110 mm
  • Global route total overflow: 0
  • Pin count of the biggest net entering global routing: between 40 and 50
  • Via count of the first global-routing pass: about 24k
  • GR Util All Layers: between 10% and 20%

Floorplanning
  • Std-Cell Core Area: 71,900 um^2
  • Horizontal die dimension: around 270 um
  • Chip Height: approximately 270 um
  • Die Outline Area: around 74,000 um^2
  • Row count: a little under 100
  • I/O pins: approximately 150
  • Floorplan Utilization: between 40% and 50%

Flow run
  • MaxCap Viol Count: 0
  • OpenROAD warning count: 29
-- metrics by stage --
step           setup slack, ns  util, %  hold slack, ns
2_1_floorplan             9.13        -           0.437
3_3_place_gp              7.08     44.2           0.464
3_5_place_dp              6.85     44.2           0.463
4_1_cts                   7.12     44.4           0.479
5_1_grt                   5.01     44.4           0.513
6_report                  7.11     44.4           0.471
-- registers in the layout (all words and copies together), names as in the netlist --
register / flops
neuron_controller.cs: 3
neuron_dp.reg1.d_out: 21
-- worst max-delay path, delay by kind of cell --
kind,cells,cell delay (ns)
simple gates,19,5.47
xor+xnor,8,2.35
fa+ha+maj,15,5.22
buf+inv,7,0.87
compound gates,36,8.68
-- layout by cell type, fill, tap and decap left out, types with 22 or more instances in the layout --
master           count
nor2b_1             23
nor2_1             208
nand2b_1            38
nor3_1              65
and3_1              22
dfxtp_1             24
o21bai_1            59
nand3_1             62
and2_1             315
o21ai_0             92
mux2i_1             22
a211oi_1            26
nand2_1            242
clkdlybuf4s50_1    146
o21a_1              25
fa_1               220
a21oi_1            202
nor4_1              24
xnor2_1            382
inv_1              329
a21o_1             150
or3_1               24
xor2_1             112
nand4_1             25
ha_1               544
-- cells in the mapped netlist (17+ instances only) --
library cell,count
ha_1,544
xnor2_1,382
a211oi_1,27
a22o_1,17
xor2_1,114
a21oi_1,202
a21o_1,150
nand2b_1,38
nor3_1,65
nor2_1,208
fa_1,220
nand4_1,25
inv_1,329
nand2_1,242
nand3_1,62
nor4_1,24
clkbuf_1,40
o21a_1,25
and3_1,22
or3_1,24
and2_1,315
o21ai_0,92
dfxtp_1,24
o22ai_1,17
mux2i_1,22
nor2b_1,23
o21bai_1,59
-- final timing paths --
check | from | endpoint | slack [ns]
max reg2reg | neuron_dp.reg1.d_out[20] | neuron_dp.reg1.d_out[18] | 28.82
min | neuron_controller.cs[2] | neuron_controller.cs[1] | 0.47
max | w[61] | neuron_dp.reg1.d_out[18] | 7.11
min reg2reg | neuron_controller.cs[2] | neuron_controller.cs[1] | 0.47
-- cell type report --
type	instances	area share, %
inverter	334	3.93
clock buffer	4	0.279
multi-input combinational	3190	85.5
timing repair buffer	164	5.01
tap	950	3.73
sequential	24	1.51
-- cell families after synthesis --
| logic type | count (synthesis) |
|---|---|
| simple gates | 1124 |
| compound gates | 772 |
| fa+ha+maj | 764 |
| xor+xnor | 500 |
| buf+inv | 389 |
| mux | 29 |
| flops | 24 |
| other cells | 1 |
-- metal layers --
metal	vias up	GRT usage, %
met5	-	0
met4	0	3.84
met3	63	1.06
met2	337	30.9
met1	11300	26.9
li1	12800	-
