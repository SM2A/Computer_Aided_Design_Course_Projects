File: /design/flow/run.sh
#!/bin/bash
# OpenROAD 26Q1-2900-gdf79404cd8, Yosys 0.63+post, stock flow scripts
make -C /OpenROAD-flow-scripts/flow DESIGN_CONFIG=/design/flow/config.mk WORK_HOME=/design/flow/orfs finish
File: /design/flow/config.mk
export PLATFORM = sky130hd
export DESIGN_NAME = Neurons
export DESIGN_NICKNAME = Neurons
export VERILOG_FILES = /design/flow/design.v
export SDC_FILE = /design/flow/constraint.sdc
export NUM_CORES = 4
export LEC_CHECK = 1
export CORE_UTILIZATION = 30
File: /design/flow/constraint.sdc
current_design Neurons

set clk_period 67.8
set clk_io_pct 0.2

create_clock -name clk0 -period $clk_period [get_ports {clk}]

set non_clock_inputs [all_inputs -no_clocks]
set_input_delay [expr $clk_period * $clk_io_pct] -clock clk0 $non_clock_inputs
set_output_delay [expr $clk_period * $clk_io_pct] -clock clk0 [all_outputs]
File: /design/flow/design.v
module ChangeType (in, out);
	parameter N = 8;
	input [N-1 : 0]in;
	output [N - 1 : 0]out;
	wire [N - 1 : 0]tmp;
	genvar i;
	generate
		for (i = 0; i < N - 1; i = i + 1)
		begin
			assign tmp[i] = in[i] ^ in[N - 1];
		end
	endgenerate
	assign tmp[N - 1] = in[N - 1];
	assign out = tmp + in[N - 1];
endmodule
module SignAdder(a, b, out);
	parameter N = 21;
	input [N - 1 : 0]a;
	input [N - 1 : 0]b;
	output [N - 1 : 0]out;
	wire [N - 1 : 0]a_2;
	wire [N - 1 : 0]b_2;
	wire [N - 1 : 0]ans;
	ChangeType #(N) change_1 (a, a_2);
	ChangeType #(N) change_2 (b, b_2);
	assign ans = a_2 + b_2;
	ChangeType #(N) change_3 (ans, out);
endmodule
module SignMult(a, b, out);
	parameter N = 8;
	input [N - 1 : 0]a;
	input [N - 1 : 0]b;
	output [2 * N - 1 : 0] out;
	assign out = {a[N - 1] ^ b[N - 1], a[N - 2 : 0] * b[N - 2 : 0]};
endmodule
module Register(clk, rst, ld, d_in, d_out);
	parameter N = 21;
	input clk;
	input rst;
	input ld;
	input [N - 1 : 0]d_in;
	output reg [N - 1 : 0]d_out;
	always @(posedge clk)
	begin
		if (rst)
			d_out <= 0;
		else if (ld)
			d_out <= d_in;
	end
endmodule
module Saturation(in, out);
	input [11 : 0]in;
	output [7 : 0]out;
	assign out = |(in[10 : 7]) ? {in[11],7'b1111111} : {in[11],in[6 : 0]};
endmodule
module ActivationFucntion(in, out);
	parameter N = 8;
	input [N - 1 : 0]in;
	output [N - 1 : 0]out;
	genvar i;
	generate
		for (i = 0; i < N; i = i + 1)
			assign out[i] = in[i] & (~in[N - 1]);
	endgenerate
endmodule
module NeuronController(clk, rst, start, ld, rst_reg, finish);
	input clk;
	input rst;
	input start;
	output ld;
	output rst_reg;
	output finish;
	parameter READY = 3'b000;
	parameter INIT = 3'b001;
	parameter MULT = 3'b010;
	parameter ADD = 3'b011;
	parameter STORE = 3'b100;
	parameter RESET = 3'b101;
	reg [2 : 0]cs;
	reg [2 : 0]ns;
	always @(*)
	begin
		case(cs)
			READY: ns = rst ? RESET :
					start ? INIT : READY;
			RESET: ns = READY;
			INIT: ns = start ? INIT : MULT;
			MULT: ns = ADD;
			ADD: ns = STORE;
			STORE: ns = READY;
			default: ns = READY;
		endcase
	end
	assign rst_reg = (cs == RESET);
	assign finish = (cs == READY);
	assign ld = (cs == STORE);
	always @(posedge clk)
	begin
		cs <= ns;
	end
endmodule
module NeuronDataPath(clk, rst, ld, bias, w, inp, out);
	input clk;
	input rst;
	input ld;
	input [7 : 0]bias;
	input [63 : 0]w;
	input [63 : 0]inp;
	output [7 : 0]out;
	wire [14 : 0]mlt[7 : 0];
	wire [15 : 0]s[3 : 0];
	wire [16 : 0]sum[1 : 0];
	wire [17 : 0]res;
	wire [20 : 0]ans;
	wire [20 : 0]reg_out;
	wire [20 : 0]biased;
	wire [11 : 0]shifted;
	wire [7 : 0]saturated;
	genvar i;
	generate
		for (i = 0; i < 8; i = i + 1)
		begin
			assign mlt[i][13 : 0] = w[i * 8 + 6 : i * 8] * inp[i * 8 + 6 : i * 8];
			assign mlt[i][14] = w[i * 8 + 7] ^ inp[i * 8 + 7];
		end
	endgenerate
	generate
		for (i = 0; i < 4; i = i + 1)
			SignAdder #(16)adder0 ({mlt[2 * i][14], 1'b0, mlt[2 * i][13 : 0]}, {mlt[2 * i + 1][14], 1'b0,
					mlt[2 * i + 1][13 : 0]}, s[i]);
	endgenerate
	generate
		for (i = 0; i < 2; i = i + 1)
 			SignAdder #(17)adder1 ({s[2 * i][15], 1'b0, s[2 * i][14 : 0]}, {s[2 * i + 1][15], 1'b0,
					s[2 * i + 1][14 : 0]}, sum[i]);
	endgenerate
	SignAdder #(18) adder2({sum[0][16], 1'b0, sum[0][15 : 0]}, {sum[1][16], 1'b0, sum[1][15 : 0]}, res);
	SignAdder #(21)adder3 ({res[17], 3'b0, res[16 : 0]}, reg_out, ans);
	Register #(21)reg1 (.clk(clk), .rst(rst), .ld(ld), .d_in(ans), .d_out(reg_out));
	wire [20 : 0]new_bias;
	assign new_bias[19 : 0] = bias[6 : 0] * 7'd127;
	assign new_bias[20] = bias[7];
	SignAdder #(21)adder4 (reg_out, new_bias, biased);
	assign shifted = biased[20 : 9];
	Saturation sat(shifted, saturated);
	ActivationFucntion active(saturated, out);
endmodule
module Neurons(clk, start, rst, bias, inp, wei, finish, out);
	input clk;
	input start;
	input rst;
	input [63 : 0]bias;
	input [63 : 0]inp;
	input [511 : 0]wei;
	output finish;
	output [63 : 0]out;
	wire rst_reg;
	wire ld;
	NeuronController neurons_controller(.clk(clk), .rst(rst), .start(start), .rst_reg(rst_reg), .finish(finish),
			.ld(ld));
	genvar i;
	generate
		for (i = 0; i < 8; i = i + 1)
			NeuronDataPath npd(.clk(clk), .ld(ld), .rst(rst_reg), .bias(bias[i * 8 + 7: i * 8]),
					.w(wei[i * 64 + 63 : i * 64]), .inp(inp), .out(out[i * 8 + 7 : i * 8]));
	endgenerate
endmodule
==> flow_summary.toml <==
# generated from flow reports
[worst_setup_path]
reg2reg_depth = 27
cp_num_buf_inv = 9
crit_path_end_kind = "flip-flop"
critical_path.reg2reg.endpoint = "genblk1[4].npd.reg1.d_out[17]"
crit_path_start_kind = "primary input"
critical_register_to_register_path_startpoint = "genblk1[4].npd.reg1.d_out[20]"
cp_data_required_time_ns = 68.26
crit_path_top_delay_cell = "sky130_fd_sc_hd__nor4_1"
r2r_slack_ns = 59.48
critical_path_data_arrival_time_ns = 37.76
cp_common_cell = "sky130_fd_sc_hd__ha_1"
timing.critical_path.max_delay_family = "AND-OR/OR-AND gates"
critPathKind = "in2reg"
cpPeakStageDelay_ns = 0.80
critical_path.max_fanout = 31

[sta]
worst_slew_pin_slew_ns = 1.23
post-route-min-period_ns = 37.30
final_critical_path_setup_slack_ns = 30.50
final-hold-violation-count = 0
slew_violations = 0
period_used_share = 0.550
max_slew_margin = 0.179
setup_tns_ns = 0
clock_skews_ns = 0.0350
fmax_mhz = 26.8
grt_setup_unrepaired = "false"
setup-violations-final = 0

[min_path]
endpoint_of_the_worst_hold_timing_path = "genblk1[1].npd.reg1.d_out[0]"
worst_hold_path.num_cells = 1
hold_path.class = "reg2reg"
worstHoldStart = "genblk1[1].npd.reg1.d_out[0]"

[clock_tree]
ctsHoldBuffers = 0
clkSlewWorstSetupHoldPaths_ns = 0.08
ctsLongestPathBuffers = 3
cts_tree = "built"
htreeDepth = 4
cts.repair.resized = 0
cts_sinks = 171
cts-buffers-inserted = 25
clock_insertion_delay_worst_skew_ns = 0.54
cts_setup_buffers = 0
cts-root-buf = "sky130_fd_sc_hd__clkbuf_16"

[drt]
drtAntennaViolNets = 0
routed_wire_length_per_instance_um = 19.3
routed_wl_mm = 756
detail_route.iter0.violations = 10700
detailed_routing_iteration_count_for_the_pre_antenna_repair_pass = 7
dr_total_vias = 197000
drt-vias-per-instance = 5.04
post-route-drc-count = 0

[final_layout]
final-seq-area_mm2 = 0.00342
final_layout_size_suffix_gt1_frac = 0.0379
area_growth_pct = 9.45
fin_cells = 39200
n_fill_cell = 78300
combGateArea_mm2 = 0.213

[synth]
ys_warn_count = 3
post_synth.cell_area_avg_um2 = 8.04
enable_flop_cells = 0
yosys_register_bits = 171
synth_sequential_area_ratio = 0.0149
flop_cell = "sky130_fd_sc_hd__dfxtp_1"
synthesis.area_mm2 = 0.229
async_reset_ff_frac = 0
synth_stat.cells = 28500
postSynthCellCount = 28500
ys_chip_area_mm2 = 0.229
synth_cell_types = 123

[floorplanning]
dieHeight_um = 876
io_pins = 708
die_w_um = 876
floorplan_core_density = 0.301
die_area_mm2 = 0.768
placeable_core_region_mm2 = 0.760
num_rows = 320

[placed_design]
placedCellCount = 39100
place.gp.congestion = 1.00
minimum_setup_slack_after_placement_ns = 30.29
port_buffers = 699
dp.final_hpwl_mm = 666

[run]
log.warning_count = 60
drv_cap = 0

[global_routing]
grt.overflow.total = 0
grt_antenna_before_repair = 183
grt_pass1_vias = 187000
track_usage = 0.198
grt_pass1_wl_mm = 1140
maximum_number_of_pins_on_one_net_before_global_route_repair = 67

[outcome]
status = "finished clean"
synthesized netlist by cell type (144+ instances only):
library cell / instances / area, µm²
sky130_fd_sc_hd__o21bai_1: 496 / 3720
sky130_fd_sc_hd__inv_1: 2653 / 9960
sky130_fd_sc_hd__nand3_1: 460 / 2300
sky130_fd_sc_hd__clkbuf_1: 721 / 2710
sky130_fd_sc_hd__nand4_1: 175 / 1090
sky130_fd_sc_hd__and3_1: 232 / 1450
sky130_fd_sc_hd__or3_1: 210 / 1310
sky130_fd_sc_hd__xnor2_1: 3123 / 27400
sky130_fd_sc_hd__o21ai_0: 884 / 4420
sky130_fd_sc_hd__mux2i_1: 223 / 2230
sky130_fd_sc_hd__ha_1: 4353 / 54500
sky130_fd_sc_hd__nand2b_1: 279 / 1750
sky130_fd_sc_hd__nor3_1: 455 / 2280
sky130_fd_sc_hd__and2_1: 2449 / 15300
sky130_fd_sc_hd__o21a_1: 191 / 1430
sky130_fd_sc_hd__nand2_1: 1995 / 7490
sky130_fd_sc_hd__nor2_1: 1272 / 4770
sky130_fd_sc_hd__a21o_1: 1265 / 9500
sky130_fd_sc_hd__fa_1: 1760 / 35200
sky130_fd_sc_hd__nor2b_1: 236 / 1480
sky130_fd_sc_hd__a21oi_1: 1593 / 7970
sky130_fd_sc_hd__xor2_1: 889 / 7790
sky130_fd_sc_hd__nor4_1: 144 / 901
sky130_fd_sc_hd__a211oi_1: 148 / 1110
sky130_fd_sc_hd__dfxtp_1: 171 / 3420
cell type report:
| type | instances | share of cell area |
|---|---|---|
| Sequential cell | 171 | 0.0136 |
| Clock buffer | 30 | 0.00261 |
| Antenna cell | 78 | 0.000778 |
| Multi-Input combinational cell | 24800 | 0.850 |
| Timing Repair Buffer | 1215 | 0.0423 |
| Inverter | 2685 | 0.0402 |
| Tap cell | 10100 | 0.0506 |
| Clock inverter | 3 | 0.000274 |
flip-flops by register name, summed over array words and instances (netlist names):
signal,flops
genblk1.npd.reg1.d_out,168
neurons_controller.cs,3
worst reg2reg max path: stages, from the launching register on:
cell	delay (ns)
sky130_fd_sc_hd__dfxtp_1	0.55
sky130_fd_sc_hd__buf_4	0.40
sky130_fd_sc_hd__or4b_2	0.63
sky130_fd_sc_hd__o31ai_1	0.14
sky130_fd_sc_hd__nand2_1	0.15
sky130_fd_sc_hd__or2_2	0.37
sky130_fd_sc_hd__or3_1	0.35
sky130_fd_sc_hd__a21oi_1	0.14
sky130_fd_sc_hd__nor2_1	0.07
sky130_fd_sc_hd__xor2_1	0.54
sky130_fd_sc_hd__ha_1	0.43
sky130_fd_sc_hd__a21oi_1	0.16
sky130_fd_sc_hd__o21bai_1	0.08
sky130_fd_sc_hd__a21o_1	0.18
sky130_fd_sc_hd__a21oi_1	0.19
sky130_fd_sc_hd__nand4b_1	0.12
sky130_fd_sc_hd__a31oi_1	0.21
sky130_fd_sc_hd__xnor2_1	0.23
sky130_fd_sc_hd__a211o_1	0.33
sky130_fd_sc_hd__o21ai_0	0.50
sky130_fd_sc_hd__nor3_2	0.06
sky130_fd_sc_hd__buf_4	0.24
sky130_fd_sc_hd__or4b_1	0.59
sky130_fd_sc_hd__a311oi_2	0.44
sky130_fd_sc_hd__o2111ai_1	0.34
sky130_fd_sc_hd__a2111oi_4	0.42
sky130_fd_sc_hd__mux2i_1	0.24
sky130_fd_sc_hd__o211ai_1	0.10
layout by cell type (no fill, tap or decap), types with 53 or more instances in the layout:
cell / instances
sky130_fd_sc_hd__o22ai_1: 77
sky130_fd_sc_hd__and3_1: 232
sky130_fd_sc_hd__dfxtp_1: 170
sky130_fd_sc_hd__mux2i_1: 221
sky130_fd_sc_hd__a31oi_1: 143
sky130_fd_sc_hd__diode_2: 78
sky130_fd_sc_hd__a21oi_1: 1593
sky130_fd_sc_hd__xor2_1: 841
sky130_fd_sc_hd__or3_1: 210
sky130_fd_sc_hd__o21a_1: 191
sky130_fd_sc_hd__nor3_1: 452
sky130_fd_sc_hd__ha_1: 4353
sky130_fd_sc_hd__buf_4: 516
sky130_fd_sc_hd__nor3b_1: 73
sky130_fd_sc_hd__nand2_1: 1995
sky130_fd_sc_hd__fa_1: 1760
sky130_fd_sc_hd__or4_1: 91
sky130_fd_sc_hd__o21ai_0: 879
sky130_fd_sc_hd__clkdlybuf4s50_1: 647
sky130_fd_sc_hd__nor2b_1: 236
sky130_fd_sc_hd__xnor2_1: 3119
sky130_fd_sc_hd__nand3b_1: 68
sky130_fd_sc_hd__mux2_2: 110
sky130_fd_sc_hd__nand2b_1: 278
sky130_fd_sc_hd__and2_1: 2449
sky130_fd_sc_hd__or2_2: 107
sky130_fd_sc_hd__a211oi_1: 145
sky130_fd_sc_hd__nor4b_1: 53
sky130_fd_sc_hd__nand3_1: 460
sky130_fd_sc_hd__o21bai_1: 496
sky130_fd_sc_hd__a21boi_0: 58
sky130_fd_sc_hd__a21o_1: 1265
sky130_fd_sc_hd__nor2_1: 1271
sky130_fd_sc_hd__o31ai_1: 103
sky130_fd_sc_hd__nand4_1: 175
sky130_fd_sc_hd__nor4_1: 144
sky130_fd_sc_hd__o211ai_1: 129
sky130_fd_sc_hd__inv_1: 2653
logic make-up after synthesis:
logic type                 share of synthesized area
adders and majority gates                      0.391
DFF                                           0.0149
other                                      0.0000164
buffers and inverters                         0.0580
xor gates and xnor gates                       0.155
muxes                                         0.0154
AOI/OAI and AO/OA                              0.169
and+or+nand+nor                                0.196
per-stage QoR:
step / hold WS (ns) / cell area, µm² / utilization
floorplan: 0.437 / 229000 / -
global placement: 0.464 / 250000 / 0.329
detailed placement: 0.471 / 250000 / 0.329
CTS: 0.486 / 251000 / 0.330
global route: 0.505 / 251000 / 0.330
finish: 0.481 / 251000 / 0.330
layer usage:
metal | track usage | wire, µm
met3 | 0.0456 | 50300
met5 | 0.00143 | 781
met1 | 0.279 | 346000
met2 | 0.300 | 324000
met4 | 0.0738 | 34800
worst max-delay path by stage:
stage / from / endpoint / slack, ns / depth (start not counted)
finish: inp[58] / genblk1[2].npd.reg1.d_out[14] / 30.50 / 96
global route: inp[59] / genblk1[2].npd.reg1.d_out[14] / 28.46 / 97
CTS: inp[58] / genblk1[2].npd.reg1.d_out[14] / 30.80 / 97
