`design/flow/run.sh`:
```
#!/bin/bash
# OpenROAD 26Q1-2900-gdf79404cd8, Yosys 0.63+post, stock flow scripts
make -C /OpenROAD-flow-scripts/flow DESIGN_CONFIG=/design/flow/config.mk WORK_HOME=/design/flow/orfs finish
```
`design/flow/config.mk`:
```
export PLATFORM = sky130hd
export DESIGN_NAME = stack
export DESIGN_NICKNAME = stack
export VERILOG_FILES = /design/flow/design.v
export SDC_FILE = /design/flow/constraint.sdc
export NUM_CORES = 4
export LEC_CHECK = 1
export CORE_UTILIZATION = 50
```
`design/flow/constraint.sdc`:
```
current_design stack

set clk_period 18.7
set clk_io_pct 0.2

create_clock -name clk0 -period $clk_period [get_ports {clk}]

set non_clock_inputs [all_inputs -no_clocks]
set_input_delay [expr $clk_period * $clk_io_pct] -clock clk0 $non_clock_inputs
set_output_delay [expr $clk_period * $clk_io_pct] -clock clk0 [all_outputs]
```
`design/flow/design.v`:
```
module add_sub (A,B,select,out, neg);
    parameter N = 8;
    input  [N-1:0]A;
    input  [N-1:0]B;
    input  select;
    output [N-1:0]out;
    output neg;
    assign out = (select == 1) ? (A+B) : (A-B);
    assign neg = (A < B);
endmodule
module multiplier (a,b,out);
    parameter N = 8;
    input  [N-1:0]a;
    input  [N-1:0]b;
    output [N-1:0]out;
    assign out = a * b; 
endmodule
module register (clk,pin,ld,rst,pout);
    parameter N = 8;
    input clk;
    input ld;
    input rst;
    input [N-1:0]pin;
    output reg [N-1:0]pout;
    always @(posedge clk) begin
        if(rst) pout <= 0;
        else pout <= pin;
    end
endmodule
module shift_register (clk,pin,select,cin,ld,rst,en,pout);
    parameter N = 8;
    input clk;
    input ld;
    input en;
    input select;
    input cin;
    input rst;
    input [N-1:0]pin;
    output reg [N-1:0]pout;
    always @(posedge clk) begin
        if(rst) pout <= 0;
        else if(ld) pout <= pin;
        else begin
            if(en)begin
                if(select == 1) pout <= {pout[N-2:0],cin};
                if(select == 0) pout <= {cin,pout[N-1:1]};
            end
        end
    end
endmodule
module comparator (a,b,lt,gt,eq);
    parameter N = 8;
    input [N-1:0]a;
    input [N-1:0]b;
    output lt;
    output gt;
    output eq;
    assign lt = (a < b)  ? 1'b1 : 1'b0;
    assign gt = (a > b)  ? 1'b1 : 1'b0;
    assign eq = (a == b) ? 1'b1 : 1'b0;
endmodule
module mux2to1 (a,b,s,w);
    parameter N = 8;
    input [N-1:0]a;
    input [N-1:0]b;
    input s;
    output [N-1:0]w;
    assign w = (s==1'b0) ? a : b; 
endmodule
module mux4to1 (a,b,c,d,s,w);
    parameter N = 8;
    input [N-1:0]a;
    input [N-1:0]b;
    input [N-1:0]c;
    input [N-1:0]d;
    input [1:0]s;
    output reg [N-1:0]w;
    always @(*) begin
        case (s)
            0 : w = a; 
            1 : w = b; 
            2 : w = c; 
            3 : w = d; 
        endcase
    end
endmodule
module mode_switcher (in,out);
    parameter N = 8;
    input  [N-1:0]in;
    output [N-1:0]out;
    assign out[1] = 0;
    assign out[0] = ~in[0];
    assign out[N - 1 : 2] = in[N - 1 : 2];
endmodule
module stack (clk,push,pop,tos,rst,d_in,empty,d_out);
    parameter N = 8;
    input [N-1:0]d_in;
    input clk,push,pop,tos,rst;
    output empty;
    output reg [N-1:0]d_out;
    reg [6:0]top;
    reg [N-1:0]data[127:0];
    integer i;
    always @(posedge clk) begin
        if (rst) begin
            top <= 7'b0;
            for (i = 0 ; i < 128 ; i = i + 1) begin
                data[i] <= 0;
            end
        end else begin
            if (tos) d_out <= data[top-1];
            if (push) begin data[top] <= d_in; top <= top + 1; end
            if (pop & (top > 0))  begin  d_out <= data[top - 1]; top <= top - 1; end
        end
    end
    assign empty = (top == 7'b0000000) ? 1'b1 : 1'b0;
    initial begin
        top = 7'b0;
        for (i = 0 ; i < 128 ; i = i + 1) begin
            data[i] <= 0;
        end
    end
endmodule
```
==> flow_summary.ini <==
; synthesis and place-and-route metrics
[synth]
synth_top_cell_by_area = sky130_fd_sc_hd__edfxtp_1
ys_seq_share_pct = 64.1
netlist-cell-type-count = 61
synth-edff-count = 1032
synth_largest_type_area_fraction_pct = 63.8
synth_flops = 1039
synth.avg_cell_area_um2 = 14.7
total_cells_reported_by_yosys_after_synthesis = 3315
synth-warning-count = 1
mappedNetlistArea_mm2 = 0.0486
synth_async_sr_flop_share_pct = 0
post_synth_area_from_yosys_stat_mm2 = 0.0486
netlist_instances = 3315
ys_top_cells_by_area = sky130_fd_sc_hd__edfxtp_1 64%, sky130_fd_sc_hd__and2_1 13%, sky130_fd_sc_hd__mux4_2 12%
ff_type = sky130_fd_sc_hd__edfxtp_1

[sta]
slew-limit-headroom_pct = 34.6
post-route-min-period_ns = 6.72
final_slew_violations = 0
rsz0062_at_grt = no
achievable-frequency_ghz = 0.149
setup_total_negative_slack_ns = 0
actual_slew_at_the_worst_max_slew_pin_ns = 0.979
finalClockPeriodUsage_pct = 35.9
setup-violations-final = 0
fin_skew_ns = 0.0255
final-hold-violation-count = 0

[route]
diodes = 0
postRouteAntennaNets = 0
vias = 26800
drt_first_pass_iters = 7
detailed_route_wire_length_per_cell_um = 27.0
detail_route.vias_per_cell = 5.79
drt_first_iter_violations = 1536
finalWirelength_mm = 125
route.detailed.drc = 0

[cts]
ctsLongestPathBuffers = 3
clk_root_buffer_cell = sky130_fd_sc_hd__clkbuf_16
cts-hold-fix-buffers = 0
clock-sinks = 1039
clock_tree.htree_level_count = 3
cts_tree = built
numCtsBuffers = 107
clk_transition_reported_paths_ns = 0.06
clk_latency_worst_skew_pair_ns = 0.69
post_cts.resized_instances = 0
cts_post_setup_buffers_inserted = 0

[worst_setup_path]
timing.critical_path.to_type = flip-flop
critical_path.cell_chain = clkdlybuf4s50_1 > inv_1 > nor3_1 > nand3_1 > buf_4 > nor2_1 > or2_2
timing.critical_path.slowest_stage_cell = sky130_fd_sc_hd__nand3_1
cp.required_ns = 19.06
timing.critical_path.arrival_ns = 7.08
r2r_setup_slk_ns = 13.47
critical_path_class = input port to flip-flop
slowest_delay_ns = 0.73
critPathMaxFanout = 9
r2r.worst_path.cells = 10
critPathLaunchType = input port

[global_routing]
track_usage_pct = 29.0
globalRouteOverflowTotal = 0
initial_antenna_violation_count = 2
grt_max_degree = 115
grt_first_pass_wirelength_mm = 185
grt_pass1_vias = 28700

[power]
p_total_mw = 7.25
peakVddDrop_mv = 0.107
static-leakage-power_nw = 19.2
power.density_cell_area_mw_per_mm2 = 136

[final_layout]
area.growth.synth_to_final_pct = 10.0
post_route_cells_drive_above_1_share_pct = 19.2
number_of_filler_instances_in_the_final_layout = 7312
regArea_mm2 = 0.0311
layout.core_utilization_pct = 55.9
logic_area_mm2 = 0.0163

[floorplan]
fp.dieW_um = 314
design.portCount = 22
floorplan.initialDensity_pct = 50.8
floorplan.core_area_mm2 = 0.0956
rows = 113
chip_area_mm2 = 0.0984
die_h_um = 314

[run]
log.warning_count = 30
timing.max_cap.violations = 0

[placement]
hpwl_after_detailed_placement_mm = 79.3
io_buffers = 21
gp_congestion = 0.932

[outcome]
outcome = complete, no violations

[hold_path]
holdPathStages = 2
class_of_the_tightest_hold_or_removal_check = flip-flop to flip-flop
## worst max-delay path, delay by kind of cell
kind,cells,cell delay [ns]
and+or+nand+nor,4,1.97
buffers and inverters,3,1.34
## cell usage in the layout, fill, tap and decap left out, drive strengths merged, types with 11 or more instances in the layout
cell              n
clkinv           43
mux2i            17
a31oi            16
and2           1034
or2             129
nor2b            15
nor2            191
and3             17
buf              70
clkinvlp         11
a21boi           15
edfxtp         1032
a21oi            17
bufinv           17
nand2           131
nand3            38
clkbuf          122
a211oi           11
clkdlybuf4s50    12
inv              28
mux4            256
o21ai            14
## path summary, 6_finish.rpt
kind	start	end
max reg2reg	top[0]$_SDFFE_PP0P_	d_out[5]$_DFFE_PP_
max	push	data[127][3]$_SDFFCE_PN0P_
min	top[6]$_SDFFE_PP0P_	top[6]$_SDFFE_PP0P_
min reg2reg	top[6]$_SDFFE_PP0P_	top[6]$_SDFFE_PP0P_
## per-stage QoR
stage | hold WS, ns | setup WS, ns | area (µm²) | std cells
6_report | 0.765 | 11.98 | 53400 | 4620
5_1_grt | 0.809 | 11.78 | 53400 | 4620
4_1_cts | 0.749 | 12.02 | 53400 | 4620
3_5_place_dp | 0.743 | 11.32 | 49800 | 4422
3_3_place_gp | 0.731 | 11.26 | 49800 | 4422
2_1_floorplan | 0.733 | 13.35 | 48600 | 3315
## Yosys cell counts, types with 2 or more instances
cell                        number
sky130_fd_sc_hd__and2_1       1034
sky130_fd_sc_hd__edfxtp_1     1032
sky130_fd_sc_hd__mux4_2        256
sky130_fd_sc_hd__nor2_1        191
sky130_fd_sc_hd__clkbuf_1      158
sky130_fd_sc_hd__nand2_1       130
sky130_fd_sc_hd__or2_2         129
sky130_fd_sc_hd__buf_2          57
sky130_fd_sc_hd__nand3_1        38
sky130_fd_sc_hd__inv_1          23
sky130_fd_sc_hd__a21oi_1        17
sky130_fd_sc_hd__and3_1         17
sky130_fd_sc_hd__mux2i_1        17
sky130_fd_sc_hd__a31oi_1        16
sky130_fd_sc_hd__a21boi_0       15
sky130_fd_sc_hd__nor2b_1        15
sky130_fd_sc_hd__a211oi_1       11
sky130_fd_sc_hd__buf_6          10
sky130_fd_sc_hd__buf_4           9
sky130_fd_sc_hd__o21ai_0         9
sky130_fd_sc_hd__o22ai_1         9
sky130_fd_sc_hd__o31ai_1         9
sky130_fd_sc_hd__a2111oi_2       8
sky130_fd_sc_hd__a32o_1          8
sky130_fd_sc_hd__o2111a_1        8
sky130_fd_sc_hd__o311a_1         8
sky130_fd_sc_hd__dfxtp_1         7
sky130_fd_sc_hd__nor4_1          7
sky130_fd_sc_hd__xnor2_1         7
sky130_fd_sc_hd__buf_1           6
sky130_fd_sc_hd__nor3_1          6
sky130_fd_sc_hd__and2b_1         4
sky130_fd_sc_hd__nand2b_1        4
sky130_fd_sc_hd__o21ai_1         4
sky130_fd_sc_hd__ha_1            3
sky130_fd_sc_hd__nand4_1         3
sky130_fd_sc_hd__a41oi_1         2
sky130_fd_sc_hd__nor3b_1         2
sky130_fd_sc_hd__o211ai_1        2
sky130_fd_sc_hd__or3b_1          2
sky130_fd_sc_hd__xor2_1          2
## layer usage
layer	share of wire (%)	global-route usage (%)	wire, µm
met3	16	19.3	19300
met5	0.11	1.02	143
met2	45	39.9	56300
met4	3.1	7.05	3840
met1	36	41.4	45000
## registers in the layout (all words and copies together), names as in the netlist
name   count
data    1024
d_out      8
top        7
## logic make-up (layout without fill, tap and decap cells)
logic type | Yosys count | after routing | synth area share, %
buf+inv | 263 | 303 | 2.40
xor+xnor | 9 | 9 | 0.162
flops | 1039 | 1039 | 64.1
fa+ha+maj | 3 | 3 | 0.0773
simple gates | 1591 | 1591 | 18.8
mux | 273 | 273 | 12.2
compound gates | 137 | 137 | 2.24
## where the power goes
group	leakage, nW	internal, mW	switching, mW
logic	6.71	0.848	1.46
registers	10.7	2.68	0.0586
clock network	1.77	1.31	0.897
total	19.2	4.84	2.41
## area by class of cell
class	count	share of cell area, %
timing repair buffer	82	1.23
clock inverter	76	1.64
sequential	1039	58.3
multi-input combinational	2013	30.5
tap	1265	2.96
clock buffer	122	5.21
inverter	23	0.162
Power and IR drop assume default switching activity.
